**flow/run.sh**
```bash
#!/bin/bash
# OpenROAD 26Q1-2900-gdf79404cd8, Yosys 0.63+post, stock flow scripts
make -C /OpenROAD-flow-scripts/flow DESIGN_CONFIG=/design/flow/config.mk WORK_HOME=/design/flow/orfs finish
```
**flow/config.mk**
```make
export PLATFORM = sky130hd
export DESIGN_NAME = register_file
export DESIGN_NICKNAME = register_file
export VERILOG_FILES = /design/flow/design.v
export SDC_FILE = /design/flow/constraint.sdc
export NUM_CORES = 4
export LEC_CHECK = 1
export CORE_UTILIZATION = 50
```
**flow/constraint.sdc**
```tcl
current_design register_file

set clk_period 6.5
set clk_io_pct 0.2

create_clock -name clk0 -period $clk_period [get_ports {clk}]

set non_clock_inputs [all_inputs -no_clocks]
set_input_delay [expr $clk_period * $clk_io_pct] -clock clk0 $non_clock_inputs
set_output_delay [expr $clk_period * $clk_io_pct] -clock clk0 [all_outputs]
```
**flow/design.v**
```verilog
module register_file(
    input clk,                   
    input rst,                   
    input [3:0] rs_addr,         
    input [3:0] rt_addr,         
    output [15:0] rs_data,       
    output [15:0] rt_data,       
    input wr_en,                 
    input [3:0] rd_addr,         
    input [15:0] rd_data,        
    output [15:0] pc_out,        
    output [15:0] sp_out,        
    output [15:0] flags_out,     
    input pc_wr,                 
    input sp_wr,                 
    input flags_wr,              
    input [15:0] pc_in,          
    input [15:0] sp_in,          
    input [15:0] flags_in        
);
reg [15:0] registers [0:10];
parameter R0 = 4'd0;
parameter R1 = 4'd1;
parameter R2 = 4'd2;
parameter R3 = 4'd3;
parameter R4 = 4'd4;
parameter R5 = 4'd5;
parameter R6 = 4'd6;
parameter R7 = 4'd7;
parameter SP = 4'd8;
parameter PC = 4'd9;
parameter FLAGS = 4'd10;
assign rs_data = registers[rs_addr];
assign rt_data = registers[rt_addr];
assign pc_out = registers[PC];
assign sp_out = registers[SP];
assign flags_out = registers[FLAGS];
always @(posedge clk or posedge rst) begin
    if (rst) begin
        registers[0] <= 16'h0000;
        registers[1] <= 16'h0000;
        registers[2] <= 16'h0000;
        registers[3] <= 16'h0000;
        registers[4] <= 16'h0000;
        registers[5] <= 16'h0000;
        registers[6] <= 16'h0000;
        registers[7] <= 16'h0000;
        registers[8] <= 16'h0000;   
        registers[9] <= 16'h0000;   
        registers[10] <= 16'h0000;  
    end
    else begin
        if (wr_en && rd_addr <= 4'd7) begin
            registers[rd_addr] <= rd_data;
        end
        if (pc_wr) begin
            registers[PC] <= pc_in;
        end
        if (sp_wr) begin
            registers[SP] <= sp_in;
        end
        if (flags_wr) begin
            registers[FLAGS] <= flags_in;
        end
    end
end
endmodule
```
==> changes_impl.md <==
## Implementation

* Hold WC Path Type: reg2reg
* Post-Synth Adder-Cell Area at 0%
* Global-route wire length before repair at 53200 um
* Post-CTS Repair Setup Buffers at 0
* Reg-to-reg slack, setup at 5600 ps
* Cell Area, Synth at 10200 sq um
* Pre-CTS setup slack at 1310 ps
* XOR/XNOR Area Share at 0%
* Vias/cell at 6.57
* Post_cts resized at 0
* RSZ-0062 raised after global routing: no
* IO buf count at 161
* Num Clock Sinks at 176
* Synth warnings at 2
* Top reg by flops: registers
* Layout Area Growth over Synthesis at 22.3%
* Final Slew Violations at 0
* Actual slew at the worst max-slew pin at 964 ps
* Initial antenna violation count at 0
* Core Region at 19700 sq um
* Outcome: completed
* Yosys cell count at 945
* CTS Buffer Depth at 2
* Count of tool warnings at 28
* Setup TNS at 0 ps
* Area fraction in mux cells at 24.3%
* Post-Synth AOI/OAI Area at 18.2%
* DP HPWL at 24400 um
* Clock Skews at 0 ps
* CP peak stage delay at 850 ps
* Crit-path max FO at 26
* Most frequent logic cell in the layout: mux2_2
* Post-synth top area cell: dfrtp_1
* WS Path Type: in2out
* Syn_area_per_cell at 10.8 sq um
* Comb area leader: multiplexers
* Met1 usage at 57.1%
* Slowest CP cell: nor2b_1
* Total CTS buffers at 17
* Maxcap violations at 0
* Final hold vios at 0
* DR pass1 iterations at 6
* CP delay by family, top: buffers and inverters
* Top-area cell share at 43.3%
* Critical Path AT at 4140 ps
* Worst relative slew slack at 35.6%
* Cell area leaders: dfrtp_1 (43%), mux2_2 (20%), mux2i_1 (3.3%), a21oi_1 (3.2%), o21ai_0 (3.0%)
* H-tree Lvls at 4
* Final period utilization at 83.6%
* Final setup violating endpoints at 0
* Vias in the first global route at 8324
* CTS tree: done
* Clk root buf: clkbuf_16
* Final Wtd Congestion at 0.987
* N_diodes at 0
* Cell Type Count at 62
* Routed wire per std cell at 26.7 um
* Core Rows at 51
* M3 GR Usage at 13.1%
* Die Wd at 145 um
* Largest net degree at the start of global routing at 108
* Gr busiest metal: met1
* Critical Path Start Type: input port
* Async set-reset flop share out of synthesis at 100%
* Largest registers: registers: 176 flops
* Critical Path RT at 5200 ps
* Layout cell share with drive strength beyond 1 at 24.2%
* F_max at 0.184 GHz
* Post-route cell area at 12400 sq um
* Top logic cells by instance count in the layout: mux2_2 (179), dfrtp_1 (176), clkdlybuf4s50_1 (153), a21oi_1 (66), nor2_1 (61)
* Yosys Chip Area at 10200 sq um
* Gr usage total at 36.8%
* Worst-path cell chain: buf_2 -> nor2b_1 -> buf_4 -> a22oi_1 -> o21ai_0 -> nand2_1 -> a41oi_1 -> clkdlybuf4s50_1
* Area post-placement at 11800 sq um
* Synth Seq Share at 43.3%
* Crit path time final at 5440 ps
* Cts hold-fix bufs at 0
* GR Util met2 at 50.2%
* Critical Path End Type: primary output
* VDD IR max at 0.222 mV
* Yosys simple share at 8.85%
* Clock transition at path regs at 60 ps
* #FFs+latches synth at 176
* Residual DRC at 0
* Post-synthesis cell count at 945
* ANT nets after route at 0
* Power Density at 277 nW/um^2
* Remaining global-route overflow at 0
* Post-synth EDFFs at 0
* Placed insts at 1319
* Io pins at 162
* Most common reg cell: dfrtp_1
* Detailed Route Iter0 Violations at 844
* Leak at 5.12 nW
* Fp_density at 51.6%
* Worst path buffer plus inverter count at 3
* Cell Count, Final, Fillers Out at 1350
* Routed WL at 36100 um
* Final worst setup slack at 1060 ps
* Die area at 20900 sq um
* Worst-Skew Late Latency at 420 ps
* Power Total at 3.45 mW
* Via count at 8870
* Die y size at 145 um
* Largest register FFs at 176
-- where the power goes --
group | switching, mW | total [mW] | internal, mW
clock | 0.463 | 1.13 | 0.664
sequential | 0.228 | 1.54 | 1.31
combinational | 0.326 | 0.782 | 0.456
-- kinds of logic after synthesis --
family                 after synthesis
DFF                                176
AOI/OAI and AO/OA                  277
and+or+nand+nor                    177
muxes                              222
buffers and inverters               93
-- area by class of cell --
type                       count  area, sq um
clock buffer                  19          443
clock inverter                12          194
fill                        1581         7280
inverter                      14         57.6
multi-input combinational    676         5220
sequential                   176         4400
tap                          265          332
timing repair buffer         188         1790
-- metrics by stage --
stage,hold slack (ps),utilization (%)
2_1_floorplan,475,-
3_3_place_gp,493,59.8
3_5_place_dp,498,59.8
4_1_cts,515,63.1
5_1_grt,536,63.1
6_report,514,63.1
-- path summary, 6_finish.rpt --
check                                        startpoint                      endpoint  cells after the start
setup reg to reg           registers[9][10]$_DFFE_PP0P_  registers[9][10]$_DFFE_PP0P_                      1
hold reg to reg             registers[5][0]$_DFFE_PP0P_   registers[5][0]$_DFFE_PP0P_                      1
hold / removal              registers[5][0]$_DFFE_PP0P_   registers[5][0]$_DFFE_PP0P_                      1
max in group asynchronous                           rst  registers[10][6]$_DFFE_PP0P_                      3
setup / recovery                             rs_addr[3]                    rs_data[9]                      8
min in group asynchronous                           rst  registers[1][15]$_DFFE_PP0P_                      2
-- synth_stat cells (all sizes together) (2+ instances only) --
cell,instances
a221oi,13
o22ai,21
o32ai,2
mux2i,34
a22o,7
mux2,187
a32oi,5
and2,3
o31ai,3
a221o,4
nor2,64
and3,4
a32o,5
a31oi,15
dfrtp,176
o311ai,2
inv,14
o22a,7
a21oi,67
o221ai,3
nor3,9
o32a,10
a22oi,24
buf,66
a2bb2oi,5
nand2b,13
a222oi,2
nand3,14
nand2,41
o211ai,2
nor2b,19
nor4,2
o2bb2ai,3
clkbuf,13
a21o,2
a211oi,4
o21a,5
nor3b,3
nand3b,3
o21ai,62
-- routing by layer --
metal | vias to the layer above | wire, um | share of wire [%]
met5 | - | 0 | 0
met4 | 0 | 1150 | 3.2
met3 | 94 | 4750 | 13
met2 | 650 | 14900 | 41
met1 | 4332 | 15200 | 42
li1 | 3794 | - | -
No activity file was given, so power comes from the tool's default toggle rates.
