--- /design/flow/config.mk ---
export PLATFORM = sky130hd
export DESIGN_NAME = register_file_dff
export DESIGN_NICKNAME = register_file_dff
export VERILOG_FILES = /design/flow/design.v
export SDC_FILE = /design/flow/constraint.sdc
export NUM_CORES = 4
export LEC_CHECK = 1
export CORE_UTILIZATION = 40
--- /design/flow/constraint.sdc ---
current_design register_file_dff

set clk_period 5.0
set clk_io_pct 0.2

create_clock -name clk0 -period $clk_period [get_ports {clk}]

set non_clock_inputs [all_inputs -no_clocks]
set_input_delay [expr $clk_period * $clk_io_pct] -clock clk0 $non_clock_inputs
set_output_delay [expr $clk_period * $clk_io_pct] -clock clk0 [all_outputs]
--- /design/flow/design.v ---
module register_file_dff(
    input clk,
    input rst,
    input [3:0] rs_addr,
    input [3:0] rt_addr,
    output reg [15:0] rs_data,
    output reg [15:0] rt_data,
    input wr_en,
    input [3:0] rd_addr,
    input [15:0] rd_data,
    output [15:0] pc_out,
    output [15:0] sp_out,
    output [15:0] flags_out,
    input pc_wr,
    input sp_wr,
    input flags_wr,
    input [15:0] pc_in,
    input [15:0] sp_in,
    input [15:0] flags_in
);
wire [15:0] reg_out [0:10];
wire [10:0] reg_wr_en;
assign reg_wr_en[0] = wr_en && (rd_addr == 4'd0);
assign reg_wr_en[1] = wr_en && (rd_addr == 4'd1);
assign reg_wr_en[2] = wr_en && (rd_addr == 4'd2);
assign reg_wr_en[3] = wr_en && (rd_addr == 4'd3);
assign reg_wr_en[4] = wr_en && (rd_addr == 4'd4);
assign reg_wr_en[5] = wr_en && (rd_addr == 4'd5);
assign reg_wr_en[6] = wr_en && (rd_addr == 4'd6);
assign reg_wr_en[7] = wr_en && (rd_addr == 4'd7);
assign reg_wr_en[8] = sp_wr;      
assign reg_wr_en[9] = pc_wr;      
assign reg_wr_en[10] = flags_wr;  
wire [15:0] reg_in [0:10];
assign reg_in[0] = rd_data;
assign reg_in[1] = rd_data;
assign reg_in[2] = rd_data;
assign reg_in[3] = rd_data;
assign reg_in[4] = rd_data;
assign reg_in[5] = rd_data;
assign reg_in[6] = rd_data;
assign reg_in[7] = rd_data;
assign reg_in[8] = sp_in;
assign reg_in[9] = pc_in;
assign reg_in[10] = flags_in;
genvar i;
generate
    for (i = 0; i < 11; i = i + 1) begin : reg_array
        dff_16bit_en reg_dff (
            .clk(clk),
            .rst(rst),
            .en(reg_wr_en[i]),
            .d(reg_in[i]),
            .q(reg_out[i])
        );
    end
endgenerate
always @(*) begin
    case (rs_addr)
        4'd0:  rs_data = reg_out[0];
        4'd1:  rs_data = reg_out[1];
        4'd2:  rs_data = reg_out[2];
        4'd3:  rs_data = reg_out[3];
        4'd4:  rs_data = reg_out[4];
        4'd5:  rs_data = reg_out[5];
        4'd6:  rs_data = reg_out[6];
        4'd7:  rs_data = reg_out[7];
        4'd8:  rs_data = reg_out[8];   
        4'd9:  rs_data = reg_out[9];   
        4'd10: rs_data = reg_out[10];  
        default: rs_data = 16'h0000;
    endcase
end
always @(*) begin
    case (rt_addr)
        4'd0:  rt_data = reg_out[0];
        4'd1:  rt_data = reg_out[1];
        4'd2:  rt_data = reg_out[2];
        4'd3:  rt_data = reg_out[3];
        4'd4:  rt_data = reg_out[4];
        4'd5:  rt_data = reg_out[5];
        4'd6:  rt_data = reg_out[6];
        4'd7:  rt_data = reg_out[7];
        4'd8:  rt_data = reg_out[8];   
        4'd9:  rt_data = reg_out[9];   
        4'd10: rt_data = reg_out[10];  
        default: rt_data = 16'h0000;
    endcase
end
assign pc_out = reg_out[9];
assign sp_out = reg_out[8];
assign flags_out = reg_out[10];
endmodule
module dff_16bit_en(
    input clk,
    input rst,
    input en,            
    input [15:0] d,
    output reg [15:0] q
);
always @(posedge clk or posedge rst) begin
    if (rst)
        q <= 16'h0000;
    else if (en)
        q <= d;
end
endmodule
--- /design/flow/run.sh ---
#!/bin/bash
# OpenROAD 26Q1-2900-gdf79404cd8, Yosys 0.63+post, stock flow scripts
make -C /OpenROAD-flow-scripts/flow DESIGN_CONFIG=/design/flow/config.mk WORK_HOME=/design/flow/orfs finish
==> results_dict.tcl <==
# flow metrics
set metrics [dict create \
    status "finished, final reports clean" \
    fin_cells 1307 \
    fp.coreArea_um2 24500 \
    dr.pass1.iters 7 \
    yosys-stat-area_um2 10000 \
    skew_ps 0 \
    cts_buffers 17 \
    hpwlAfterDp_um 22900 \
    clkLatencyLatePin_ps 440 \
    r2r_start "reg_array[9].reg_dff.q[5]" \
    synth-edff-count 0 \
    async_flop_share_pct 100 \
    min_path_type "flop to flop" \
    post-route-period-util_pct 94.7 \
    finalSetupViolations 0 \
    r2r_end "reg_array[9].reg_dff.q[5]" \
    syn-cell-area_um2 10000 \
    grt_max_degree 93 \
    diodes 0 \
    cts_setup_buffers 0 \
    ys_types 69 \
    grt_usage_pct 27.8 \
    ys_seq_share_pct 44.0 \
    grt_pass1_vias 7987 \
    cp.arrival_ps 3730 \
    whs_ps 524 \
    dieArea_um2 25700 \
    maxSlewViolCount 0 \
    grt.overflow.total 0 \
    finalCriticalPeriod_ps 4730 \
    rrSetupSlack_ps 4150 \
    ys_cells 813 \
    layout-drive-gt1-share_pct 30.8 \
    regMostFlops "reg_array.reg_dff.q" \
    wl_per_cell_um 26.0 \
    rsz0062_at_grt "false" \
    fmax_ghz 0.211 \
    critPathMaxFanout 21 \
    die_x_um 160 \
    reg2regPathDepth 1 \
    antenna_left 0 \
    path_class "input pin to primary output" \
    leakage_nw 5.11 \
    antenna_found_initial 0 \
    cts_resized 0 \
    finalHoldViolCount 0 \
    holdPathEnd "reg_array[5].reg_dff.q[5]" \
    grt_pass1_wl_um 51000 \
    drc 0 \
    power_density_nw_per_um2 344 \
    largest_reg_flops 176 \
    syn_area_per_cell_um2 12.3 \
    vias 8023 \
    ys_warn_count 2 \
    setup_tns_ps 0 \
    clockBufferDepth 2 \
    root_buffer "clkbuf_16" \
    nFillCells 2100 \
    hold_depth 1 \
    cp.required_ps 4000 \
    synth_flops 176 \
    maxSlewHeadroom_pct 41.1 \
    ir_drop_mv 0.197 \
    endpoint_kind "primary output" \
    syn-instance-count 813 \
    die_y_um 160 \
    totalWireLength_um 33900 \
    portBuffers 161 \
    min-delay-start "reg_array[5].reg_dff.q[5]" \
    io_pins 162 \
    warning_count 25 \
    reg_top3 "reg_array.reg_dff.q (176)" \
    flop_cell "dfrtp_1" \
    place_inst 1275 \
    startpoint_type "input pin" \
    drt-initial-drc-count 670 \
    area_growth_pct 24.9 \
    maxCapViolations 0 \
    rows 57 \
    cts_tree "built" \
    worst_pin_slew_ps 882 \
    vias_per_cell 6.14 \
    gp_congestion 0.943 \
    fp_util_pct 40.9 \
    cts_sinks 176 \
    clkTransAtPathRegs_ps 60 \
    hold_buffers 0 \
    cts_max_level 4 \
]
## critical path, cell delays in order
cell	delay, ps
clkdlybuf4s50_1	640
buf_12	280
nor2_1	190
and2_0	740
a211oi_1	170
o21ai_0	170
clkdlybuf4s50_1	520
## area by class of cell
cell class	instances	area, µm²	share of cell area [%]
inverter	7	30.0	0.240
clock inverter	14	141	1.13
timing repair buffer	209	1980	15.8
clock buffer	18	439	3.51
sequential	176	4400	35.2
multi-input combinational	559	5110	40.9
tap	324	405	3.24
## cells by family after synthesis
logic type | Yosys count | share of synthesized area (%)
mux | 242 | 27.2
simple gates | 111 | 7.85
flops | 176 | 44.0
buf+inv | 78 | 4.96
compound gates | 206 | 16.0
## synthesized netlist by cell type (3+ instances only)
cell	n	area [µm²]
a211o_1	5	43.8
a211oi_1	7	52.6
a21oi_1	11	55.1
a221o_1	9	90.1
a221oi_1	12	105
a221oi_2	3	45.0
a222oi_1	4	40.0
a22o_1	27	236
a22oi_1	31	233
a31o_2	3	26.3
a31oi_1	9	56.3
a32oi_1	16	140
and3b_1	5	43.8
buf_1	5	18.8
buf_2	22	110
buf_4	13	97.6
buf_6	14	158
clkbuf_1	15	56.3
dfrtp_1	176	4400
inv_1	5	18.8
mux2_1	3	33.8
mux2_2	187	2110
mux2_4	5	75.1
mux2i_1	44	440
mux4_2	3	67.6
nand2_1	10	37.5
nand2b_1	6	37.5
nand3_1	20	100
nand3b_1	9	67.6
nand3b_4	3	60.1
nor2_1	7	26.3
nor2_2	3	18.8
nor2b_1	17	106
nor3_1	5	25.0
nor3b_1	3	22.5
nor3b_4	4	75.1
o211ai_1	6	45.0
o21ai_0	22	110
o221ai_1	7	61.3
o22a_1	3	26.3
o22ai_1	12	75.1
o2bb2ai_1	4	35.0
o32ai_1	5	43.8
## metal layers
| layer | part of all wire [%] | routed length [µm] | vias to the layer above | global-route usage, % |
|---|---|---|---|---|
| met1 | 41 | 13900 | 4040 | 40.1 |
| met5 | 0 | 0 | - | 0 |
| met4 | 2.9 | 975 | 0 | 6.41 |
| li1 | - | - | 3502 | - |
| met3 | 10 | 3420 | 64 | 9.00 |
| met2 | 46 | 15700 | 417 | 41.9 |
## where the power goes
part | internal (mW) | switching [mW] | total, mW
Clock | 0.717 | 0.630 | 1.35
Combinational | 0.604 | 0.382 | 0.986
Sequential | 1.70 | 0.268 | 1.97
Total | 3.03 | 1.28 | 4.31
## worst max-delay path by stage
stage / start / to / slack (ps) / cells past startpoint
after CTS: rs_addr[2] / rs_data[12] / 370 / 7
after global routing: rs_addr[2] / rs_data[12] / 160 / 7
final: rs_addr[2] / rs_data[12] / 270 / 7
## cell usage in the layout (no fill, tap or decap), types with 4 or more instances in the layout
cell,instances
mux2_4,5
a222oi_1,4
buf_4,46
a21oi_1,11
clkdlybuf4s50_1,157
a211oi_1,7
nand2b_1,6
o32ai_1,5
nor2b_1,17
o22ai_1,12
a22oi_1,31
mux2_2,187
mux2i_1,44
clkbuf_16,17
nand3b_1,9
o211ai_1,6
a221oi_1,12
nand3_1,20
a32oi_1,16
o221ai_1,7
and3b_1,5
o2bb2ai_1,4
a211o_1,5
clkinvlp_4,4
inv_1,4
dfrtp_1,176
a221o_1,9
inv_6,7
o21ai_0,22
nor3b_4,4
a22o_1,27
buf_2,4
nand2_1,10
a31oi_1,9
nor3_1,5
nor2_1,7
## metrics by stage
step | worst slack (ps) | cell area, µm² | total power, mW | util [%]
floorplan | 1750 | 10000 | 2.50 | -
global placement | 439 | 11900 | 2.96 | 48.8
detailed placement | 382 | 11900 | 2.97 | 48.8
CTS | 366 | 12500 | 4.33 | 51.1
global route | 162 | 12500 | 4.51 | 51.1
finish | 266 | 12500 | 4.31 | 51.1
Power is estimated from default activity; no workload was simulated.
