**flow/config.mk**
```make
export PLATFORM = sky130hd
export DESIGN_NAME = alu
export DESIGN_NICKNAME = alu
export VERILOG_FILES = /design/flow/design.v
export SDC_FILE = /design/flow/constraint.sdc
export NUM_CORES = 4
export LEC_CHECK = 1
export CORE_UTILIZATION = 30
```
**flow/constraint.sdc**
```tcl
current_design alu

set clk_period 8.0
set clk_io_pct 0.2

create_clock -name clk0 -period $clk_period

set non_clock_inputs [all_inputs -no_clocks]
set_input_delay [expr $clk_period * $clk_io_pct] -clock clk0 $non_clock_inputs
set_output_delay [expr $clk_period * $clk_io_pct] -clock clk0 [all_outputs]
```
**flow/design.v**
```verilog
module alu(
    input [15:0] a,         
    input [15:0] b,         
    input [2:0] alu_op,     
    output reg [15:0] result,   
    output reg zero,        
    output reg negative,    
    output reg carry,       
    output reg overflow     
);
wire [16:0] add_result;   
wire [16:0] sub_result;   
wire [15:0] b_invert;     
assign add_result = {1'b0, a} + {1'b0, b};
assign b_invert = ~b;
assign sub_result = {1'b0, a} + {1'b0, b_invert} + 17'b1;
always @(*) begin
    carry = 0;
    overflow = 0;
    case(alu_op)
        3'b000: begin  
            result = add_result[15:0];
            carry = add_result[16];   
            overflow = (a[15] & b[15] & ~result[15]) | (~a[15] & ~b[15] & result[15]);
        end
        3'b001: begin  
            result = sub_result[15:0];
            carry = sub_result[16];
            overflow = (a[15] & ~b[15] & ~result[15]) | (~a[15] & b[15] & result[15]);
        end
        3'b010: begin  
            result = a & b;
        end
        3'b011: begin  
            result = a | b;
        end
        3'b100: begin  
            result = a ^ b;
        end
        3'b101: begin  
            result = ~a;   
        end
        3'b110: begin  
            result = a << 1;
            carry = a[15];   
        end
        3'b111: begin  
            result = a >> 1;
            carry = a[0];    
        end
        default: begin
            result = 16'h0000;
        end
    endcase
    zero = (result == 16'h0000);
    negative = result[15];
end
endmodule
```
**flow/run.sh**
```bash
#!/bin/bash
# OpenROAD 26Q1-2900-gdf79404cd8, Yosys 0.63+post, stock flow scripts
make -C /OpenROAD-flow-scripts/flow DESIGN_CONFIG=/design/flow/config.mk WORK_HOME=/design/flow/orfs finish
```
==> notes.md <==
run metrics: status finished clean, core box area 9328 sq um, switching part of the total 0.5277, # Cells Yosys 417, sequential power share 0, Crit Path Class in2out, Crit. End Element output port, Syn Inst Count 417, Area growth syn-to-layout 21.32%, Slew @ Worst Pin 661.5 ps, Synth Seq Share 0, Routed WL 9638 um, crit path DAT 5640 ps, Die Footprint 10100 sq um, Iter 0 DRT Violations 146, Rel. slew slack 0.5590, CP max stage delay 590 ps, vias in the first global route 3082, ANT nets after route 0, Rows 35, max-slew violations 0, RSZ-0062 raised after global routing no, global route overflow 0, IO Pins 55, post-CTS setup repair buffer count 0, chip area line of the yosys report 2912 sq um, most frequent cells in the layout inv_1, clkdlybuf4s50_1, ha_1, nor2_1, a21oi_1, largest net degree at the start of global routing 38, Hold-fix buffers, CTS 0, Filler Cell Count 991, Final setup viols 0, most frequent logic cell in the layout inv_1, final period utilization 0.9046, initial antenna violation count 0, PD cells 68.40 nW/um^2, drt first pass iters 4, maximum VDD drop 0.02642 mV, chip height 100.5 um, die width 100.5 um, count of cell types in the netlist 71, final hold violation count 0, Remaining DRCs 0, dpl hpwl 7305 um, internal power 0.0001141 W, clock share of power 0, post-layout util 0.3787, cell depth of the worst min-delay path 4, port bufs 55, sw power 0.0001275 W, vias 3236, Tool Warnings 65, synthesized area per cell 6.982 sq um, CP Cell Sequence clkdlybuf4s50_1 > inv_1 > ha_1 > inv_1 > fa_1 > nand2b_1 > a22o_1 > a221oi_2 > a21oi_1 > or3_1 > or4_4 > nor4_2 > nand4bb_1 > nor4_2 > clkdlybuf4s50_1, Mapped Area 2912 sq um, GPL Wtd Cong 0.9528, ANT cells 0, clkbuf count 0, max-cap viol count 0, drt wl/cell 16.59 um, Seq. cell area 0 sq um, All-Layer GR Usage 0.1985, starting density of the core 0.3121, fin crit period 7237 ps, number of gates resized after cts 0, crit-path max FO 4, CP max stage cell clkdlybuf4s50_1, Critical Path RT 6400 ps, top cells, area ha_1, inv_1, mux2i_1, global-route wire length before repair 15880 um, via/cell ratio 5.570, Setup crit start kind input port, flop count 0, cell taking the most area after synthesis ha_1, Ys Warns 1, Top cell area share 0.2106, Fmax achieved 0.1382 GHz, setup TNS 0 ps, share of cells above drive strength 1 0.05088, Leak Pwr 1.543 nW, Comb pwr share 1.000, worst min path class in2out
==> logic make-up (layout without fill, tap and decap cells) <==
kind of cell | after synthesis | after routing | synth area share
xor+xnor | 9 | 9 | 0.02707
fa+ha+maj | 51 | 51 | 0.2243
simple gates | 109 | 109 | 0.1968
buf+inv | 82 | 117 | 0.1147
mux | 18 | 18 | 0.07907
compound gates | 148 | 148 | 0.3580
==> layout make-up <==
cell class	count	area, sq um	share of cell area
multi-input cells	335	2577	0.7297
repair buffers	59	575.6	0.1629
inverters	58	217.7	0.06164
well taps	129	161.4	0.04570
==> synthesized netlist by cell type, types with 3 or more instances <==
cell type and n:
clkbuf_1 10, o211ai_1 10, nor4_1 5, o21ai_0 25, nand2b_1 5, a22o_1 3, buf_2 6, nor2_1 28
nor2b_1 10, o22ai_1 9, and3_1 4, o2111ai_1 3, xnor2_1 8, a22oi_1 6, a31oi_1 4, nand4_1 3
o21bai_1 4, a211oi_1 10, mux4_2 4, a21oi_1 26, nand3_1 8, nand2_1 22, buf_1 5, ha_1 49
inv_1 55, mux2i_1 14, inv_2 3, a221o_1 3, nor3_1 8, o21a_1 4, a21o_1 8
==> per-stage QoR <==
stage          instances  power [W]  instance area [sq um]  hold slack, ps  setup slack [ps]
6_report             581  0.0002416                   3532            4355             763.4
5_1_grt              581  0.0002672                   3532            4407             515.6
4_1_cts              581  0.0002401                   3532            4345             739.4
3_5_place_dp         581  0.0002383                   3532            4340             741.7
3_3_place_gp         581  0.0002379                   3532            4337             827.6
2_1_floorplan        417  0.0001511                   2912            3417              2338
==> path summary, 6_finish.rpt <==
| path | startpoint | end | slack [ps] |
|---|---|---|---|
| worst max-delay path | a[0] | zero | 760 |
| worst min-delay path | alu_op[0] | result[0] | 4360 |
==> power groups by stage <==
stage	clock, W	sequential, W	combinational (W)
after CTS	0	0	0.000240
after global routing	0	0	0.000267
final	0	0	0.000242
==> layer usage <==
layer / up-vias / global-route usage / share of wire
li1: 1597 / - / -
met1: 1489 / 0.2922 / 0.47
met2: 132 / 0.3135 / 0.44
met3: 18 / 0.02398 / 0.071
met4: 0 / 0.04236 / 0.018
met5: - / 0 / 0
==> worst max-delay path: cells and delay by family <==
kind                       cells  cell delay [ps]
and+or+nand+nor                6             1610
adders and majority gates      2              610
AOI/OAI and AO/OA              3              550
buffers and inverters          4             1280
No activity file was given, so power comes from the tool's default toggle rates.
